## /design/flow/run.sh

```bash
#!/bin/bash
# OpenROAD 26Q1-2900-gdf79404cd8, Yosys 0.63+post, stock flow scripts
make -C /OpenROAD-flow-scripts/flow DESIGN_CONFIG=/design/flow/config.mk WORK_HOME=/design/flow/orfs finish
```

## /design/flow/config.mk

```make
export PLATFORM = sky130hd
export DESIGN_NAME = four_hex_register_with_clk
export DESIGN_NICKNAME = four_hex_register_with_clk
export VERILOG_FILES = /design/flow/design.v
export SDC_FILE = /design/flow/constraint.sdc
export NUM_CORES = 4
export LEC_CHECK = 1
export CORE_UTILIZATION = 30
```

## /design/flow/constraint.sdc

```tcl
current_design four_hex_register_with_clk

set clk_period 3.3
set clk_io_pct 0.2

create_clock -name clk0 -period $clk_period [get_ports {clk}]

set non_clock_inputs [all_inputs -no_clocks]
set_input_delay [expr $clk_period * $clk_io_pct] -clock clk0 $non_clock_inputs
set_output_delay [expr $clk_period * $clk_io_pct] -clock clk0 [all_outputs]
```

## /design/flow/design.v

```verilog
`timescale 1ns / 1ps
module clk_dvdr(
	input clk_in,
	input rst,
	output reg divided_clk
    );
parameter toggle_value = 9'b111110100;
reg[8:0] cnt;
always@(posedge clk_in or posedge rst)
begin
	if (rst==1) begin
		cnt <= 0;
		divided_clk <= 0;
	end
	else begin
		if (cnt==toggle_value) begin
			cnt <= 0;
			divided_clk <= ~divided_clk;
		end
		else begin
			cnt <= cnt +1;
			divided_clk <= divided_clk;		
		end
	end
end
endmodule
`timescale 1ns / 1ps
module debouncer(
	input 		clk,
	input 		rst,
	input 		noisy_in,  
	output reg 	clean_out  
    );
reg noisy_in_reg;
reg clean_out_tmp1;  
reg clean_out_tmp2;  
always@(posedge clk or posedge rst)
begin
	if (rst==1'b1) begin
		noisy_in_reg <= 0;
		clean_out_tmp1 <= 0;
		clean_out_tmp2 <= 0;
		clean_out <= 0;
	end
	else begin
		noisy_in_reg <= noisy_in;  
				clean_out_tmp1 <= noisy_in_reg;
			clean_out_tmp2 <= clean_out_tmp1;
			clean_out <= ~clean_out_tmp2 & clean_out_tmp1;  
	end
end
endmodule
`timescale 1ns / 1ps
module four_hex_register_with_clk(Out, In, clk, reset, load);
	input 		[3:0]In;
	input			clk, reset, load;
	output		[15:0]Out;
	wire 			w_clk;
	wire			[15:0]w_reg;
	wire			w_load;
	debouncer d0(clk, reset, load, w_load);
	clk_dvdr	m0 (.clk_in(clk), .rst(1'b0), .divided_clk(w_clk));
	four_hex_register_without_clk	m1(w_reg, In, w_clk, reset, w_load);
	assign Out = w_reg;
endmodule		
`timescale 1ns / 1ps
module four_hex_register_without_clk(Out, In, clk, reset, load);
		input 	[3:0]In;
		input 	clk, reset, load;
		output	[15:0]Out;
		reg 		[1:0]select;
		reg		[15:0]Out;
		wire w_load;
		debouncer d0(clk, reset, load, w_load);
always@(posedge w_load or posedge reset)
	if (reset == 1'b1)
		begin
			select <= 2'b0;
			Out <= 16'b0;
		end
	else
		begin
			case(select)
				2'b00: Out[15:12] <= In[3:0];
				2'b01: Out[11:8] <= In[3:0];
				2'b10: Out[7:4] <= In[3:0];
				2'b11: Out[3:0] <= In[3:0];
			endcase
			select <= select + 2'b01; 
		end
endmodule
```

==> impl_summary.log <==
[flow] final metrics
INFO  metric setup.worst_path.start_class = register
INFO  metric max_slew.worst_pin.slew = 0.453 ns
INFO  metric num_rows = 24
INFO  metric area_delta_synth_final = 24.4%
INFO  metric seq_power_share = about 53%
INFO  metric endpoint_of_the_most_critical_setup_path = m0.divided_clk
INFO  metric grtUsageTotal = 8.95%
INFO  metric critical-path-top-delay-family = simple AND/OR/NAND/NOR gates
INFO  metric portion_of_the_post_synthesis_area_used_by_sequential_elements = 63.7%
INFO  metric synth-cells-yosys = 101
INFO  metric internal_power = 0.000265 W
INFO  metric post-route-util = 38.6%
INFO  metric max-cap-violations = 0
INFO  metric drt_drc_violations_left = 0
INFO  metric timing.critical_path.buf_inv = 1
INFO  metric slowest_delay = 0.34 ns
INFO  metric tritoncts.num_buffers = 3
INFO  metric post_drt_via_cell_ratio = 4.49
INFO  metric fp.dieW = 69.1 um
INFO  metric setup.reg_to_reg.worst_slack = 1.92 ns
INFO  metric fillers = between 400 and 500
INFO  metric switchingPower = 0.0000650 W
INFO  metric gp_congestion = between 0.7 and 0.8
INFO  metric drt_iter0_markers = 10
INFO  metric overflow = 0
INFO  metric post_layout_nonfiller_instances = 179
INFO  metric final-comb-area = 445 sq um
INFO  metric worstSkewPairLatency = around 0.24 ns
INFO  metric finalClockPeriodUsage = 41.7%
INFO  metric worstPathCellList = inv_1, ha_1, nand4b_1, nor2_2
INFO  metric top_level_ports = 23
INFO  metric cp-startpoint = m0.cnt[0]
INFO  metric critPathMaxFanout = 7
INFO  metric unclocked_pins = 22
INFO  metric place_inst = 175
INFO  metric worst_ep_arrival_time = 1.29 ns
INFO  metric untimed_endpoints = 38
INFO  metric finalSetupViolations = 0
INFO  metric timing.max_slew.rel_slack = 69.8%
INFO  metric power_switching_share = 19.7%
INFO  metric power-per-cell-area = roughly 200 mW/mm^2
INFO  metric area_of_the_core = 0.00435 sq mm
INFO  metric worst-path-stages = 4
INFO  metric power.ir.vdd_worst = 0.000182 V
INFO  metric sequential_cell_area = roughly 860 sq um
INFO  metric openroad.warnings = 29
INFO  metric timing.clock.skew = 0.000898 ns
INFO  metric tritoncts = built
INFO  metric io_buffers = 22
INFO  metric r2r-end = m0.divided_clk
INFO  metric grt_start_max_net_pins = 27
INFO  metric outcome = complete, no violations
INFO  metric largest_register_ffs = 16
INFO  metric cts-resized-gates = 0
INFO  metric hold_class = reg2reg
INFO  metric postCtsHoldBufs = 0
INFO  metric mappedNetlistArea = 0.00135 sq mm
INFO  metric crit_path_end_kind = register
INFO  metric grt_setup_unrepaired = no
INFO  metric comb_power_share = 5.6%
INFO  metric dr.pass1.iters = 4
INFO  metric chipArea = 0.00478 sq mm
INFO  metric synth_flop_count = 36
INFO  metric vias_in_the_first_global_route = 788
INFO  metric dieHeight = 69.1 um
INFO  metric yosys_warnings = 3
INFO  metric layout_top_registers = m1.Out x16, m0.cnt x9, m1.select x2
INFO  metric initial_antenna_violation_count = 0
INFO  metric min-delay-start = d0.noisy_in_reg
INFO  metric crit_type = reg2reg
INFO  metric final_period_minus_worst_setup_slack = 1.38 ns
INFO  metric critPathSlowestCell = dfxtp_1
INFO  metric yosysChipArea = 0.00135 sq mm
INFO  metric setup-tns-final = 0 ns
INFO  metric antenna_cells_inserted = 0
INFO  metric drt.antenna.violating_nets = 0
INFO  metric rr_worst_depth = 4
INFO  metric fmaxAchievable = around 0.73 GHz
INFO  metric r2r-start = m0.cnt[0]
INFO  metric wl_per_cell = 10.8 um
INFO  metric htreeDepth = 1
INFO  metric post_synthesis_mean_instance_area = 13.4 sq um
INFO  metric portion_of_total_power_attributed_to_the_clock_network = 41.5%
INFO  metric hpwl = 1540 um
INFO  metric cts_root_buf = clkbuf_8
INFO  metric num_vias = 803
INFO  metric synth.distinct_cells = 23
INFO  metric worstPathRequired = 3.21 ns
INFO  metric top_register = m1.Out
INFO  metric cts_setup_buffers = 0
INFO  metric floorplan.core_util = a little under a third
INFO  metric clockBufferDepth = 2
INFO  metric post_synth_inst_count = 101
INFO  metric hold_viol_final = 0
INFO  metric routed_wire_length = 1940 um
INFO  metric post_route_cells_drive_above_1_share = 17.3%
INFO  metric clock_edge_transition_at_the_registers_on_the_reported_setup_and_hold_paths = around 0.05 ns
INFO  metric grt_pass1_wl = about 3500 um
INFO  metric leakagePower = 0.691 nW
INFO  metric final_max_slew_viol_count = 0
power by group through the flow:
stage	sequential (W)	combinational [W]	clock [W]
after CTS	0.000175	0.0000191	0.000140
after global routing	0.000175	0.0000207	0.000146
final	0.000175	0.0000185	0.000137
kinds of logic (layout without fill, tap and decap cells):
logic type | count (synthesis) | in the layout | share of synthesized area (%)
XOR/XNOR | 3 | 3 | 1.94
flip-flops | 36 | 36 | 63.7
buffers and inverters | 11 | 37 | 3.33
AND-OR/OR-AND | 7 | 7 | 3.06
adder cells (fa/ha/maj) | 6 | 6 | 5.56
multiplexers | 16 | 16 | 13.3
AND/OR/NAND/NOR | 22 | 22 | 9.07
layer usage:
metal	share of wire [%]	wire length (um)	vias to the layer above	track usage (%)
met5	0	0	-	0
met4	0.52	10	0	0.907
met3	5.0	97	2	1.34
met2	43	843	23	14.0
met1	51	986	385	14.3
li1	-	-	393	-
worst min path at each step:
| stage | cells past startpoint | endpoint | slack [ns] |
|---|---|---|---|
| 4_1_cts | 0 | d0.clean_out_tmp1 | 0.35 |
| 5_1_grt | 0 | d0.clean_out_tmp1 | 0.36 |
| 6_report | 0 | d0.clean_out_tmp1 | 0.35 |
through the flow:
step	total power (W)	setup slack (ns)	cell area (sq um)	hold WS, ns
3_3_place_gp	0.000197	1.96	1640	0.335
6_report	0.000330	1.92	1680	0.347
2_1_floorplan	0.000185	2.05	1350	0.331
3_5_place_dp	0.000197	1.92	1640	0.337
4_1_cts	0.000334	1.91	1680	0.350
5_1_grt	0.000342	1.80	1680	0.364
synthesized netlist by cell type, drive strengths merged:
library cell	n	share of area, %
nand3	3	1.1
nand2	2	0.56
o21ai	2	0.74
nor2	5	1.6
nand4	2	0.93
o211ai	1	0.56
dfrtp	26	48
xnor2	2	1.3
mux2	16	13
edfxtp	1	2.2
a21oi	4	1.8
or3	4	1.9
xor2	1	0.65
ha	6	5.6
dfxtp	9	13
nand3b	1	0.56
and3	1	0.46
nand4b	1	0.65
inv	10	2.8
buf	1	0.56
nor2b	3	1.4
area by class of cell:
cell class	instances	area share, %
multi-input cells	54	26.5
flip-flops and latches	36	51.2
well taps	52	3.87
repair buffers	23	13.5
inverters	10	2.23
clock inverters	1	0.223
clock buffers	3	2.46
layout by cell type, fill, tap and decap left out, drive strengths merged, types with 3 or more instances in the layout:
cell and n:
inv 10, nor2 5, mux2 16, nor2b 3, ha 6, dfrtp 26, or3 4, a21oi 4
nand3 3, clkbuf 3, clkdlybuf4s50 22, dfxtp 9
Power and IR drop assume default switching activity.
