### flow/run.sh
#!/bin/bash
# OpenROAD 26Q1-2900-gdf79404cd8, Yosys 0.63+post, stock flow scripts
make -C /OpenROAD-flow-scripts/flow DESIGN_CONFIG=/design/flow/config.mk WORK_HOME=/design/flow/orfs finish
### flow/config.mk
export PLATFORM = sky130hd
export DESIGN_NAME = SSD_four_hex
export DESIGN_NICKNAME = SSD_four_hex
export VERILOG_FILES = /design/flow/design.v
export SDC_FILE = /design/flow/constraint.sdc
export NUM_CORES = 4
export LEC_CHECK = 1
export CORE_UTILIZATION = 30
### flow/constraint.sdc
current_design SSD_four_hex

set clk_period 1.5
set clk_io_pct 0.2

create_clock -name clk0 -period $clk_period [get_ports {clk}]

set non_clock_inputs [all_inputs -no_clocks]
set_input_delay [expr $clk_period * $clk_io_pct] -clock clk0 $non_clock_inputs
set_output_delay [expr $clk_period * $clk_io_pct] -clock clk0 [all_outputs]
### flow/design.v
`timescale 1ns / 1ps
module SSD_four_hex(clk, load ,reset, user_inp, active_digit, seven_out);
input clk, load, reset;
input [3:0] user_inp;
reg [1:0] count = 2'b00;
reg [3:0] seven_in;
wire [6:0] seven_out_temp;
output reg [3:0] active_digit;
output [6:0] seven_out;
wire w_load;
wire w_clk;
clk_dvdr		c0(clk, reset, w_clk);
debouncer 	d0(w_clk, reset, load, w_load);
always @(posedge w_clk or posedge reset)
	if (reset)
		begin
				active_digit 	= 4'b0000;
				seven_in 		= 4'b1000;
				count				<= 2'b00;
		end
	else if (w_load)
		begin
		case (count)
		0: 
			begin 
				active_digit 	= 4'b1110; 			 
				seven_in 		= user_inp [3:0];
				count 			<= 2'b01;
			end
		1:
			begin 
				active_digit 	= 4'b1101; 	 
				seven_in 		= user_inp [3:0];
				count 			<= 2'b10;
			end
		2: 
			begin 
				active_digit 	= 4'b1011; 	 
				seven_in 		= user_inp [3:0];
				count 			<= 2'b11;
			end	
		3:
			begin 
				active_digit 	= 4'b0111; 	 
				seven_in 		= user_inp [3:0];
				count 			<= 2'b00;
			end
		endcase
		end
binaryToSegment a1(seven_in, seven_out_temp);
assign seven_out = seven_out_temp;
endmodule
`timescale 1ns / 1ps
module binaryToSegment( seven_in, seven_out);
input [4:0] seven_in;
output [6:0] seven_out ;
reg [6:0] temp;
always @ (seven_in)
	begin
		case (seven_in)
			5'b00000: temp = 7'b0000001;  
			5'b00001: temp = 7'b1001111;  
			5'b00010: temp = 7'b0010010;  
			5'b00011: temp = 7'b0000110;  
			5'b00100: temp = 7'b1001100;  
			5'b00101: temp = 7'b0100100;  
			5'b00110: temp = 7'b0100000;  
			5'b00111: temp = 7'b0001111;  
			5'b01000: temp = 7'b0000000;  
			5'b01001: temp = 7'b0000100;  
			5'b01010: temp = 7'b0001000;  
			5'b01011: temp = 7'b1100000;  
			5'b01100: temp = 7'b0110001;  
			5'b01101: temp = 7'b1000010;  
			5'b01110: temp = 7'b0110000;  
			5'b01111: temp = 7'b0111000;  
			5'b10000: temp = 7'b1110001;  
			5'b10001: temp = 7'b1000010;  
			5'b10010: temp = 7'b0011000;  
			5'b10011: temp = 7'b1101010;  
			5'b10100: temp = 7'b1111110;  
			5'b10101: temp = 7'B1111111;  
		endcase
	end
	assign seven_out = temp;
endmodule
`timescale 1ns / 1ps
module clk_dvdr(
	input clk_in,
	input rst,
	output reg divided_clk
    );
parameter toggle_value = 9'b111110100;
reg[8:0] cnt;
always@(posedge clk_in or posedge rst)
begin
	if (rst==1) begin
		cnt <= 0;
		divided_clk <= 0;
	end
	else begin
		if (cnt==toggle_value) begin
			cnt <= 0;
			divided_clk <= ~divided_clk;
		end
		else begin
			cnt <= cnt +1;
			divided_clk <= divided_clk;		
		end
	end
end
endmodule
`timescale 1ns / 1ps
module debouncer(
	input 		clk,
	input 		rst,
	input 		noisy_in,  
	output reg 	clean_out  
    );
reg noisy_in_reg;
reg clean_out_tmp1;  
reg clean_out_tmp2;  
always@(posedge clk or posedge rst)
begin
	if (rst==1'b1) begin
		noisy_in_reg <= 0;
		clean_out_tmp1 <= 0;
		clean_out_tmp2 <= 0;
		clean_out <= 0;
	end
	else begin
		noisy_in_reg <= noisy_in;  
				clean_out_tmp1 <= noisy_in_reg;
			clean_out_tmp2 <= clean_out_tmp1;
			clean_out <= ~clean_out_tmp2 & clean_out_tmp1;  
	end
end
endmodule
==> results.toml <==
# generated from flow reports
[floorplanning]
io_pins = 18
die_h_um = 68.08
floorplan.rows = 23
chip_area_um2 = 4635
floorplan.core_area_um2 = 4086
fp_util_pct = 32.06
floorplan.die.width_um = 68.08

[final_timing]
grt_setup_unrepaired = "false"
slew_viol_final = 0
final.setup.worst_slack_ns = 0.1626
fmaxAchievable_mhz = 747.7
finalCritPeriodShare_pct = 89.16
final_hold_viol_count = 0
finalWorstPathRequiredPeriod_ns = 1.337
final-setup-viol-count = 0
setup-tns-final_ns = 0
number_of_register_pins_that_no_clock_reaches = 21
finalClockSkew_ns = 0.003304
timing.max_slew.rel_slack_pct = 66.41
count_of_endpoints_without_a_timing_constraint = 32
worst_slew_pin_slew_ns = 0.5027

[grt]
grt_start_max_net_pins = 18
number_of_antenna_violations_at_the_first_check_in_global_routing = 0
globalRouteTotalUtil_pct = 10.91
first_global_vias = 895
first_pass_grt_wire_length_mm = 3.836
globalRouteOverflowTotal = 0

[logic_synthesis]
yosysCellCount = 127
syn_avg_cell_area_um2 = 10.32
ys_area_um2 = 1310
yosysWarnings = 5
syn_inst = 127
synthesized_cell_area_um2 = 1310
synth-edff-count = 0
ys.flops = 31
synth_cell_types = 37
synth_async_sr_flop_share_pct = 77.42
ys_dominant_reg_cell = "dfrtp_1"

[clocking]
cts_setup_buffers = 0
worst_setup_hold_path_clk_slew_ns = 0.04
clock_tree.htree_level_count = 1
clock_path_buffers = 2
cts-root-buf = "clkbuf_8"
tritoncts_clock_tree = "built"
worst_skew_pair.late_latency_ns = 0.23
cts_hold_buffers = 0
cts.repair.resized = 0
numCtsBuffers = 3

[setup_path]
critical_path_required_ns = 1.65
arrival_ns = 1.49
path_class = "reg2reg"
register_to_register_setup_slack_ns = 0.16
endpoint_kind = "flip-flop"
worstSetupStartpointType = "flip-flop"
cp_max_fo = 6

[cells_and_area]
layout_fillers = 397
flip_flop_count_of_the_largest_register_all_copies_and_words_added = 9
final_layout_size_suffix_gt1_share_pct = 8.054
flow.area_growth_from_synthesis_pct = 21.39
final_cell_area_um2 = 1590
final_cell_mix = "23 x dfrtp_1, 17 x clkdlybuf4s50_1, 13 x o21ai_0, 11 x inv_1, 9 x nand2_1"
fin_cells = 199
layout_top_cell_excl_fill_tap = "dfrtp_1"
largest_register = "c0.cnt"

[drt]
detail_route.iter0.violations = 64
via_count = 887
wl_mm = 2.030
post_drt_wl_per_cell_um = 10.20
per_cell_via_count_in_the_routed_design = 4.457
drc_errors = 0
antennaDiodeCount = 0
drt.antenna.violating_nets = 0
drt_pass1_iterations = 4

[placement]
place_inst = 196
place_worst_setup_slack_ns = 0.1675
dpl.hpwl_mm = 1.541
io_buffer_count = 17
gp_congestion = 0.7924
dpl-instance-area_um2 = 1549

[power_and_ir_drop]
max-vdd-ir-drop_mv = 0.6945
powerDensity_nw_per_um2 = 360.4
total_leakage_power_uw = 0.0007112
power_uw = 573.2

[flow_run]
max_cap_viol_count = 0
warning_count = 30

[status]
run_status = "finished clean"

[worst_hold_path]
min-delay-path-class = "in2async"
Yosys cell counts, types with 2 or more instances:
cell type / instances / area share [%]
ha_1: 7 / 6.7
nor2_1: 8 / 2.3
xnor2_1: 2 / 1.3
nand2_1: 9 / 2.6
o21ai_0: 13 / 5.0
dfrtp_1: 23 / 44
o211ai_1: 2 / 1.1
dlxtn_1: 7 / 8.0
nand3_1: 4 / 1.5
a21oi_1: 6 / 2.3
buf_2: 4 / 1.5
nand4b_1: 2 / 1.3
mux2_2: 2 / 1.7
inv_1: 11 / 3.2
xor2_1: 2 / 1.3
or3_1: 4 / 1.9
path summary, 6_finish.rpt:
kind	cells after the start	endpoint	from
setup / recovery	5	c0.divided_clk	c0.cnt[0]
hold reg to reg	1	c0.cnt[0]	c0.cnt[0]
hold / removal	2	c0.cnt[5]	reset
min in group clk0	1	c0.cnt[0]	c0.cnt[0]
setup reg to reg	5	c0.divided_clk	c0.cnt[0]
max in group asynchronous	2	c0.cnt[0]	reset
cells by family after synthesis:
| group | after synthesis | share of synthesized area [%] |
|---|---|---|
| simple gates | 35 | 14.61 |
| compound gates | 29 | 13.56 |
| flops | 24 | 45.94 |
| buf+inv | 16 | 4.966 |
| fa+ha+maj | 8 | 7.450 |
| latches | 7 | 8.023 |
| xor+xnor | 4 | 2.675 |
| mux | 3 | 2.483 |
| other cells | 1 | 0.2863 |
critical path: stages (launching register included):
cell and delay [ns]:
dfrtp_1 0.43, inv_1 0.08, ha_1 0.16, nand4b_1 0.19, nor2_4 0.25, xor2_1 0.16
area by class of cell:
type                       count  area (um2)  area share [%]
inverter                      11       41.29           2.596
sequential                    31       706.9           44.45
timing repair buffer          18       177.7           11.17
tap                           50       62.56           3.934
multi-input combinational     86       560.5           35.25
clock buffer                   3       41.29           2.596
report_power, final:
part | switching, uW | internal, uW | total (uW)
sequential | 0 | 278 | 278
clock | 88.7 | 174 | 263
combinational | 16.4 | 16.2 | 32.6
per-stage QoR:
stage | utilization (%) | hold WS, ns
3_5_place_dp | 37.91 | 0.5315
3_3_place_gp | 37.91 | 0.5065
5_1_grt | 38.92 | 0.4102
6_report | 38.92 | 0.3690
2_1_floorplan | - | 0.3139
4_1_cts | 38.92 | 0.3903
metal layers:
layer	vias to the layer above	share of wire [%]	global-route usage [%]
li1	468	-	-
met1	396	51	15.70
met2	21	43	18.14
met3	2	4.9	2.196
met4	0	0.44	0.7813
met5	-	0	0
